### config.mk
export PLATFORM = sky130hd
export DESIGN_NAME = DEMUX
export DESIGN_NICKNAME = DEMUX
export VERILOG_FILES = /design/flow/design.v
export SDC_FILE = /design/flow/constraint.sdc
export NUM_CORES = 4
export LEC_CHECK = 1
export CORE_AREA = 10 10 70 70
export DIE_AREA = 0 0 80 80
### design.v
`timescale 1ns/1ps
module DEMUX(
    A,B,C,D,
    IN,
    Sel
);
  input [7:0] IN;
  input [1:0] Sel;
  output reg [7:0]A,B,C,D;
  always @(IN,Sel)
  begin
    if(Sel==2'h0)
    begin
      A=IN ;
    end
    else
    begin
      A=8'h00;
    end
  end
  always @(IN,Sel)
  begin
    if(Sel==2'h1)
    begin
      B=IN ;
    end
    else
    begin
      B=8'h00;
    end
  end
  always @(IN,Sel)
  begin
    if(Sel==2'h2)
    begin
      C=IN ;
    end
    else
    begin
      C=8'h00;
    end
  end
  always @(IN,Sel)
  begin
    if(Sel==2'h3)
    begin
      D=IN ;
    end
    else
    begin
      D=8'h00;
    end
  end
endmodule
### run.sh
#!/bin/bash
# OpenROAD 26Q1-2900-gdf79404cd8, Yosys 0.63+post, stock flow scripts
make -C /OpenROAD-flow-scripts/flow DESIGN_CONFIG=/design/flow/config.mk WORK_HOME=/design/flow/orfs finish
### constraint.sdc
current_design DEMUX

set clk_period 1.0
set clk_io_pct 0.2

create_clock -name clk0 -period $clk_period

set non_clock_inputs [all_inputs -no_clocks]
set_input_delay [expr $clk_period * $clk_io_pct] -clock clk0 $non_clock_inputs
set_output_delay [expr $clk_period * $clk_io_pct] -clock clk0 [all_outputs]
==> flow_results.org <==
#+TITLE: Implementation results

** Run status
- The final reports fail on negative setup slack.
- Outcome :: finished with violations

** GRT
- Maximum number of pins on one net before global-route repair :: 9
- The number of antenna violations at the first check in global routing came to 0.
- met1 track demand over resource after global routing is between 7 and 8%.
- GRT Util Overall :: 6.30%
- Routing resource usage on met2 recorded by global route was 9.63%.
- Via count of the first global-routing pass :: 598
- Highest-utilization routing layer at the global route stage :: met2
- Global-route wire length before repair :: around 3300 µm
- Global routing consumed, on the met3 layer, 3.64% of the routing resources.
- Per the GRT congestion report, total overflow comes to 0.

** Floorplanning
- The horizontal die dimension reported for this design is roughly 80 µm.
- In the floorplan report the effective utilization is 9.38%.
- The initialized floorplan defines 21 standard-cell rows.
- Die Outline Area :: 0.00640 mm²
- After floorplanning, the core was sized to cover 0.00342 mm².
- Die Y-Extent :: around 80 µm
- During I/O placement, the number of pins put on the boundary was 42.

** Synthesis
- Yosys instantiated no cell more often than sky130_fd_sc_hd__and3b_1.
- Number of standard cells after synthesis :: 38
- Mean Syn Cell Area :: 8.43 µm²
- Area share of the largest cell type after synthesis :: 38.3%
- Looking at area per cell type in the netlist, the leader is sky130_fd_sc_hd__and3b_1.
- The number of different library cells used by synthesis comes to 5.
- After synthesis, flip-flops and latches occupy 0% of the total area.
- Cell types with the largest area share after synthesis :: sky130_fd_sc_hd__and3b_1 38%, sky130_fd_sc_hd__buf_6 21%, sky130_fd_sc_hd__nor3b_1 19%
- By count the netlist is led by 14 x sky130_fd_sc_hd__and3b_1, 8 x sky130_fd_sc_hd__and3_1, 8 x sky130_fd_sc_hd__nor3b_1.
- The synthesized netlist was found by Yosys to have 38 cells.
- The warning tally printed by Yosys for this design is 1.
- Netlist Area Pre-Place :: 320 µm²
- Chip area in the Yosys report :: 320 µm²

** Final timing
- Setup repair after global routing could not meet its margin everywhere.
- Final worst slack :: -0.0633 ns
- The final report lists the setup-violating endpoint count as 18.
- The pin closest to its max-slew limit shows a slew of 0.122 ns.
- The slew check shows that the tightest pin keeps a relative margin of 91.8%.
- The final timing report lists a max-slew violation count of 0.
- Hold-check failures listed in the final report amount to 0.
- Based on the critical path, the design can be clocked at up to around 0.94 GHz.
- Hold is met by around 0.73 ns.
- Total negative slack :: -0.542 ns
- The smallest clock period supported by the final layout is computed as ~1.1 ns.
- Final period util :: 106%

** Cells and area
- Layout cell share with drive strength beyond 1 :: a little under 80%
- Finished layout cell area :: approximately 0.0010 mm²
- Area growth from synthesis to layout :: 219%
- Clock buffer count :: 0
- Storage element area :: 0 µm²
- The final layout contains a sequential cell count of 0.

** Job
- The number of maximum-capacitance violations recorded for the run is 0.
- Count of tool warnings :: 34

** Power and ir drop
- The script computed a power per unit cell area of 344 mW/mm².
- Static leakage :: 0.559 nW
- Worst vdd ir :: 0.143 mV
- Power after layout :: around 0.35 mW

** Place
- Post-detail-place hpwl :: roughly 1100 µm
- In this run the cell area measured after placement is 778 µm².
- At the placement stage, the worst setup path has a slack of -0.756 ns.
- As logged by OpenROAD, the buffers inserted on ports number between 40 and 50.
- Routability-driven placement congestion ratio :: 0.770

** Routing
- Post-route antenna net violation count :: 0
- Inserted Diodes :: 0
- The script parses the final routing iteration and logs DRC violations as 0.
- Number of DRC markers after the initial detailed-route iteration :: 6
- WL per Instance :: 14.7 µm
- For this block, the via count after detailed routing is 529.
- The detailed router reported a total wirelength of about 2000 µm.
- The first detailed-routing pass took 2 iterations.
- Via density per instance :: roughly 3.8

** Worst setup path
- CP arrival :: 0.86 ns
- Setup Crit Path Kind :: in2out
- At the worst endpoint, the required time is 0.80 ns.
- The report shows a maximum critical-path fanout of 5.
- Critical path capture point type :: output port
- Nature of the critical path startpoint :: primary input

** Min path
- The worst hold path belongs to the class in2out.
## where the power goes
part	leakage [nW]	switching [mW]	internal, mW	total (mW)
logic	0.559	0.108	0.243	0.352
clock network	0	0	0	0
registers	0	0	0	0
## worst paths after layout
kind,slack (ns),from,endpoint,cells past startpoint
max,-0.06,Sel[1],B[6],5
min,0.73,IN[2],C[2],3
## logic make-up (layout without fill, tap and decap cells)
kind of cell | Yosys count | count (layout) | share of synthesized area (%)
buf+inv | 6 | 61 | 21.1
simple gates | 32 | 32 | 78.9
## cells in the final DEF (no fill, tap or decap), drive strengths merged
master	count
buf	54
and3	8
clkdlybuf4s15	7
nor3b	8
and3b	16
## repair_timing
action                                  CTS  global route
cloned                                    6             0
endpoints found under the setup margin   32            19
gates resized                           162             8
hold buffers                              0             0
buffers inserted                         10             0
pin swaps                                14             3
## per-layer routing
metal | wire [µm] | vias to the layer above | part of all wire [%]
met5 | 0 | - | 0
met1 | 893 | 241 | 44
met4 | 0 | 0 | 0
met2 | 831 | 33 | 41
met3 | 323 | 0 | 16
li1 | - | 255 | -
## final cells by class
| cell class | count | area (µm²) |
|---|---|---|
| Tap cell | 46 | 57.6 |
| Timing Repair Buffer | 61 | 641 |
| Fill cell | 354 | 2390 |
| Multi-Input combinational cell | 32 | 323 |
## through the flow
stage,instances,utilization [%]
floorplan,38,-
global placement,123,22.8
detailed placement,123,22.8
CTS,139,28.5
global route,139,29.9
finish,139,29.9
## critical path, cell delays in order
cell and delay [ns]:
sky130_fd_sc_hd__buf_12 0.13, sky130_fd_sc_hd__buf_16 0.13, sky130_fd_sc_hd__buf_6 0.11, sky130_fd_sc_hd__and3b_1 0.19
sky130_fd_sc_hd__buf_2 0.10
Power is estimated from default activity; no workload was simulated.
